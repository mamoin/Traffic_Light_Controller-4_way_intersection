===== config.mk =====
export PLATFORM = sky130hd
export DESIGN_NAME = trafficlightcontroller
export DESIGN_NICKNAME = trafficlightcontroller
export VERILOG_FILES = /design/flow/design.v
export SDC_FILE = /design/flow/constraint.sdc
export NUM_CORES = 4
export LEC_CHECK = 1
export CORE_AREA = 10 10 106 106
export DIE_AREA = 0 0 116 116

===== constraint.sdc =====
current_design trafficlightcontroller

set clk_period 2.3
set clk_io_pct 0.2

create_clock -name clk0 -period $clk_period [get_ports {clk}]

set non_clock_inputs [all_inputs -no_clocks]
set_input_delay [expr $clk_period * $clk_io_pct] -clock clk0 $non_clock_inputs
set_output_delay [expr $clk_period * $clk_io_pct] -clock clk0 [all_outputs]

===== design.v =====
module trafficlightcontroller(	clk,				 
											rst,				 
											roada_in,		 
											roadb_in,		 
											roadc_in,		 
											roadd_in,		 
											roada_out,		 
											roadb_out,		 
											roadc_out,		 
											roadd_out,		 
											walk_way_out);  
input wire clk;					 
input wire rst;					 
input wire [3:0] roada_in;		 
input wire [3:0] roadb_in;		 
input wire [3:0] roadc_in;		 
input wire [3:0] roadd_in;		 
output reg [2:0] roada_out; 	 
output reg [2:0] roadb_out;	 
output reg [2:0] roadc_out;	 
output reg [2:0] roadd_out;	 
output reg [2:0] walk_way_out; 
reg [2:0] pres_state;			 
reg [2:0] next_state;			 
reg [2:0] prev_state;			 
reg [2:0] post_tran_state;		 
wire [2:0] post_tran_state_return; 
reg time_rst;						 
reg [5:0] sec;						 
parameter red = 0;				 
parameter yellow = 1;			 
parameter green = 2;				 
parameter SP = 3'b000;			 
parameter SA = 3'b001;			 
parameter SB = 3'b010;			 
parameter SC = 3'b011;			 
parameter SD = 3'b100;			 
parameter SW = 3'b101;			 
parameter ST = 3'b110; 			 
always @(posedge clk)
	begin  
		if(rst == 1'b1)
			begin 
				time_rst = 1'b1;
				pres_state = SP; 
			end  
		else
			begin
				pres_state = next_state;
				if(prev_state != pres_state)
					begin
						time_rst = 1'b1;
					end  
				else
					begin
						time_rst = 1'b0; 
					end  
			end  
	end  
always @(pres_state)
	begin  
		case(pres_state)  
			SP:
				begin
					roada_out[red] = 1'b0; roada_out[yellow] = 1'b0; roada_out[green] = 1'b0;
					roadb_out[red] = 1'b0; roadb_out[yellow] = 1'b0; roadb_out[green] = 1'b0;
					roadc_out[red] = 1'b0; roadc_out[yellow] = 1'b0; roadc_out[green] = 1'b0;
					roadd_out[red] = 1'b0; roadd_out[yellow] = 1'b0; roadd_out[green] = 1'b0;
					walk_way_out[red] = 1'b0; walk_way_out[yellow] = 1'b0; walk_way_out = 1'b0;
				end  
			SA:
				begin
					roada_out[red] = 1'b0; roada_out[yellow] = 1'b0; roada_out[green] = 1'b1;
					roadb_out[red] = 1'b1; roadb_out[yellow] = 1'b0; roadb_out[green] = 1'b0;
					roadc_out[red] = 1'b1; roadc_out[yellow] = 1'b0; roadc_out[green] = 1'b0;
					roadd_out[red] = 1'b1; roadd_out[yellow] = 1'b0; roadd_out[green] = 1'b0;
					walk_way_out[red] = 1'b1; walk_way_out[yellow] = 1'b0; walk_way_out= 1'b0;
				end  
			SB: 
				begin
					roada_out[red] = 1'b1; roada_out[yellow] = 1'b0; roada_out[green] = 1'b0;
					roadb_out[red] = 1'b0; roadb_out[yellow] = 1'b0; roadb_out[green] = 1'b1;
					roadc_out[red] = 1'b1; roadc_out[yellow] = 1'b0; roadc_out[green] = 1'b0;
					roadd_out[red] = 1'b1; roadd_out[yellow] = 1'b0; roadd_out[green] = 1'b0;
					walk_way_out[red] = 1'b1; walk_way_out[yellow] = 1'b0; walk_way_out= 1'b0;
				end  
			SC:
				begin
					roada_out[red] = 1'b1; roada_out[yellow] = 1'b0; roada_out[green] = 1'b0;
					roadb_out[red] = 1'b1; roadb_out[yellow] = 1'b0; roadb_out[green] = 1'b0;
					roadc_out[red] = 1'b0; roadc_out[yellow] = 1'b0; roadc_out[green] = 1'b1;
					roadd_out[red] = 1'b1; roadd_out[yellow] = 1'b0; roadd_out[green] = 1'b0;
					walk_way_out[red] = 1'b1; walk_way_out[yellow] = 1'b0; walk_way_out= 1'b0;
				end  
			SD:
				begin
					roada_out[red] = 1'b1; roada_out[yellow] = 1'b0; roada_out[green] = 1'b0;
					roadb_out[red] = 1'b1; roadb_out[yellow] = 1'b0; roadb_out[green] = 1'b0;
					roadc_out[red] = 1'b1; roadc_out[yellow] = 1'b0; roadc_out[green] = 1'b0;
					roadd_out[red] = 1'b0; roadd_out[yellow] = 1'b0; roadd_out[green] = 1'b1;
					walk_way_out[red] = 1'b1; walk_way_out[yellow] = 1'b0; walk_way_out= 1'b0;
				end  
			SW:
				begin
					roada_out[red] = 1'b1; roada_out[yellow] = 1'b0; roada_out[green] = 1'b0;
					roadb_out[red] = 1'b1; roadb_out[yellow] = 1'b0; roadb_out[green] = 1'b0;
					roadc_out[red] = 1'b1; roadc_out[yellow] = 1'b0; roadc_out[green] = 1'b0;
					roadd_out[red] = 1'b1; roadd_out[yellow] = 1'b0; roadd_out[green] = 1'b0;
					walk_way_out[red] = 1'b0; walk_way_out[yellow] = 1'b0; walk_way_out= 1'b1;
				end  
			ST:
				begin
					case(post_tran_state)  
						SA:
							begin
								roada_out[yellow] = 1'b1;
								walk_way_out[yellow] = 1'b1;
							end  
						SB:
							begin
								roada_out[yellow] = 1'b1;
								roadb_out[yellow] = 1'b1;
							end  
						SC:
							begin
								roadb_out[yellow] = 1'b1;
								roadc_out[yellow] = 1'b1;
							end  
						SD:
							begin
								roadc_out[yellow] = 1'b1;
								roadd_out[yellow] = 1'b1;
							end  
						SW:
							begin
								roadd_out[yellow] = 1'b1;
								walk_way_out[yellow] = 1'b1;
							end  
						default:
							begin
								roada_out[yellow] = 1'b1;
								roadb_out[yellow] = 1'b1;
								roadc_out[yellow] = 1'b1;
								roadd_out[yellow] = 1'b1;
								walk_way_out[yellow] = 1'b1;
							end  
					endcase  
				end  
			default:
				begin
					roada_out[yellow] = 1'b1;
					roadb_out[yellow] = 1'b1;
					roadc_out[yellow] = 1'b1;
					roadd_out[yellow] = 1'b1;
					walk_way_out[yellow] = 1'b1;
				end  
		endcase  
	end  
always @(posedge time_rst or posedge clk)
	begin  
		if(time_rst == 1'b1)
			begin
				sec = 6'd0;
			end  
		else 
			begin
				if(sec == 6'd60)
					begin
						sec = 6'd0;
					end  
				else
					begin
						sec = sec + 6'd1;
					end  
			end  
	end  
always @(pres_state or sec)
	begin  
		case(pres_state)
			SP:
				begin
					if(sec == 6'd2)
						begin
							next_state = SA;
							prev_state = SP;
						end
					else
						begin
							next_state = SP;
							prev_state = SP;
						end
				end  
			SA:
				begin
					case(roada_in)
						4'b0000:
							begin
								if(sec ==6'd5)
									begin
										next_state = ST;
										prev_state = SA;
									end
								else
									begin
										next_state = SA;
										prev_state = SA;
									end
							end 
						4'b0001:
							begin
								if(sec == 6'd10)
									begin
										next_state = ST;
										prev_state = SA;
									end
								else
									begin
										next_state = SA;
										prev_state = SA;
									end
							end
						4'b0011:
							begin
								if(sec == 6'd20)
									begin
										next_state = ST;
										prev_state = SA;
									end
								else
									begin
										next_state = SA;
										prev_state = SA;
									end
							end
						4'b0111:
							begin
								if(sec == 6'd30)
									begin
										next_state = ST;
										prev_state = SA;
									end
								else
									begin
										next_state = SA;
										prev_state = SA;
									end
							end
						4'b1111:
							begin
								if(sec == 6'd45)
									begin
										next_state = ST;
										prev_state = SA;
									end
								else
									begin
										next_state = SA;
										prev_state = SA;
									end
							end
						default:
							begin
								if(sec == 6'd20)
									begin
										next_state = ST;
										prev_state = SA;
									end
								else
									begin
										next_state = SA;
										prev_state = SA;
									end
							end
					endcase  
				end  
			SB:
				begin
					case(roadb_in)
						4'b0000:
							begin
								if(sec ==6'd5)
									begin
										next_state = ST;
										prev_state = SB;
									end
								else
									begin
										next_state = SB;
										prev_state = SB;
									end
							end
						4'b0001:
							begin
								if(sec == 6'd10)
									begin
										next_state = ST;
										prev_state = SB;
									end
								else
									begin
										next_state = SB;
										prev_state = SB;
									end
							end
						4'b0011:
							begin
								if(sec == 6'd20)
									begin
										next_state = ST;
										prev_state = SB;
									end
								else
									begin
										next_state = SB;
										prev_state = SB;
									end
							end
						4'b0111:
							begin
								if(sec == 6'd30)
									begin
										next_state = ST;
										prev_state = SB;
									end
								else
									begin
										next_state = SB;
										prev_state = SB;
									end
							end
						4'b1111:
							begin
								if(sec == 6'd45)
									begin
										next_state = ST;
										prev_state = SB;
									end
								else
									begin
										next_state = SB;
										prev_state = SB;
									end
							end
						default:
							begin
								if(sec == 6'd20)
									begin
										next_state = ST;
										prev_state = SB;
									end
								else
									begin
										next_state = SB;
										prev_state = SB;
									end
							end
					endcase  
				end  
			SC:
				begin
					case(roadc_in)
						4'b0000:
							begin
								if(sec ==6'd5)
									begin
										next_state = ST;
										prev_state = SC;
									end
								else
									begin
										next_state = SC;
										prev_state = SC;
									end
							end
						4'b0001:
							begin
								if(sec == 6'd10)
									begin
										next_state = ST;
										prev_state = SC;
									end
								else
									begin
										next_state = SC;
										prev_state = SC;
									end
							end
						4'b0011:
							begin
								if(sec == 6'd20)
									begin
										next_state = ST;
										prev_state = SC;
									end
								else
									begin
										next_state = SC;
										prev_state = SC;
									end
							end
						4'b0111:
							begin
								if(sec == 6'd30)
									begin
										next_state = ST;
										prev_state = SC;
									end
								else
									begin
										next_state = SC;
										prev_state = SC;
									end
							end
						4'b1111:
							begin
								if(sec == 6'd45)
									begin
										next_state = ST;
										prev_state = SC;
									end
								else
									begin
										next_state = SC;
										prev_state = SC;
									end
							end
						default:
							begin
								if(sec == 6'd20)
									begin
										next_state = ST;
										prev_state = SC;
									end
								else
									begin
										next_state = SC;
										prev_state = SC;
									end
							end
					endcase  
				end  
			SD:
				begin
					case(roadd_in)
						4'b0000:
							begin
								if(sec ==6'd5)
									begin
										next_state = ST;
										prev_state = SD;
									end
								else
									begin
										next_state = SD;
										prev_state = SD;
									end
							end
						4'b0001:
							begin
								if(sec == 6'd10)
									begin
										next_state = ST;
										prev_state = SD;
									end
								else
									begin
										next_state = SD;
										prev_state = SD;
									end
							end
						4'b0011:
							begin
								if(sec == 6'd20)
									begin
										next_state = ST;
										prev_state = SD;
									end
								else
									begin
										next_state = SD;
										prev_state = SD;
									end
							end
						4'b0111:
							begin
								if(sec == 6'd30)
									begin
										next_state = ST;
										prev_state = SD;
									end
								else
									begin
										next_state = SD;
										prev_state = SD;
									end
							end
						4'b1111:
							begin
								if(sec == 6'd45)
									begin
										next_state = ST;
										prev_state = SD;
									end
								else
									begin
										next_state = SD;
										prev_state = SD;
									end
							end
						default:
							begin
								if(sec == 6'd20)
									begin
										next_state = ST;
										prev_state = SD;
									end
								else
									begin
										next_state = SD;
										prev_state = SD;
									end
							end
					endcase  
				end  
			SW:
				begin
					if(sec == 6'd20)
						begin
							next_state = ST;
							prev_state = SW;
						end
					else
						begin
							next_state = SW;
							prev_state = SW;
						end
				end  
			ST:
				begin
					if(sec == 6'd5)
						begin
							next_state = post_tran_state;
							prev_state = ST;
						end
					else
						begin
							next_state = ST;
							prev_state = ST;
						end
				end  
			default:
				begin
					next_state = SP;
				end  
		endcase
	end  
assign post_tran_state_return = post_tran_state;
always @(pres_state)
	begin  
		case(pres_state)
			SP:
				begin
					post_tran_state = SA;
				end
			SA:
				begin
					post_tran_state = SB;
				end
			SB:
				begin
					post_tran_state = SC;
				end
			SC:
				begin
					post_tran_state = SD;
				end
			SD:
				begin
					post_tran_state = SW;
				end
			SW:
				begin
					post_tran_state = SA;
				end
			default:
				begin
					post_tran_state = post_tran_state_return;
				end
		endcase	 
	end  
endmodule  

===== run.sh =====
#!/bin/bash
# OpenROAD 26Q1-2900-gdf79404cd8, Yosys 0.63+post, stock flow scripts
make -C /OpenROAD-flow-scripts/flow DESIGN_CONFIG=/design/flow/config.mk WORK_HOME=/design/flow/orfs finish

==> PnR_summary.wiki <==
=== Physical design figures ===
{| class="wikitable"
! Metric !! Value
|-
| Result of the run || finished, violations left
|-
| Violated checks || setup timing
|-
| Delay of the slowest cell on the worst path || 0.48 ns
|-
| Power share of the combinational group || 13.8%
|-
| Library cell with the largest summed area after synthesis || sky130_fd_sc_hd__dlxtn_1
|-
| Crit-path slowest cell || sky130_fd_sc_hd__or4bb_1
|-
| Final TNS setup || -0.1677 ns
|-
| Number of I/O port buffers || 31
|-
| CTS tree || done
|-
| Final Core Density || 24.63%
|-
| Per-cell via count in the routed design || 4.224
|-
| Layout cells sized above 1 || a little over a fifth
|-
| Clock-pin transition on the worst setup and hold timing paths || 0.05 ns
|-
| Tally of max-capacitance violations || 0
|-
| Residual overflow from global routing || 0
|-
| Buffers from clock root to sink, at most || 2
|-
| Number of warning messages in the yosys log || 1
|-
| Reg area || 531.8 um^2
|-
| Count of endpoints without a timing constraint || 34
|-
| Fraction of registers with async set/reset || between 20% and 30%
|-
| Synthesized area divided by synthesized cell count || about 8.2 um^2
|-
| Relative contribution of sequential cells to total power || approximately 42%
|-
| Signed area change from the synthesized netlist to the final layout || 52.14%
|-
| Overall via count from detail_route || 1432
|-
| Number of warnings in the stage logs || 31
|-
| Area of the mapped netlist || 1433 um^2
|-
| Critical path launch point type || primary input
|-
| Busiest layer in global routing || met2
|-
| Overall routed net length || 4135 um
|-
| Die span in y || 116 um
|-
| Internal power component || roughly 330 uW
|-
| Met3 usage || 1.675%
|-
| Worst slew pin tran || approximately 0.50 ns
|-
| Number of register pins that no clock reaches || 20
|-
| Area reported by Yosys stat || 1433 um^2
|-
| Placed Instances || 333
|-
| Routed length per instance || 12.20 um
|-
| Hpwl dp || approximately 3400 um
|-
| Fill count || 951
|-
| Slew headroom || 66.31%
|-
| I/O pin count || 33
|-
| Switching power summed over all nets || between 90 and 100 uW
|-
| Initial antenna violation count || 0
|-
| Remaining number of nets flagged by the antenna check after routing || 0
|-
| Global-route wire length before repair || 6789 um
|-
| Pre-antenna DRT Iters || 4
|-
| Antenna fix cells || 0
|-
| Met2 usage || 9.480%
|-
| Post-route fraction of the period consumed by the critical path || 107.3%
|-
| Deepest level of the CTS H-tree || 1
|-
| Clock power share || 44.7%
|-
| Endpoint class of the critical path || flop
|-
| Time the worst path needs with I/O delays and setup || 2.468 ns
|-
| Yosys top cell area share || 20.96%
|-
| Max Clock Freq || ~410 MHz
|-
| Count of endpoints failing setup in the final report || 1
|-
| DRC || 0
|-
| Post-route insts no fill || between 300 and 400
|-
| # rows || 34
|-
| Worst setup path startpoint || roadc_in[3]
|-
| Master cell of the clock root buffer || sky130_fd_sc_hd__clkbuf_8
|-
| RD Place Congestion || 0.8865
|-
| RSZ-0062 raised after global routing || true
|-
| Gate count after technology mapping || 175
|-
| Global Route Usage Sum || 6.168%
|-
| Maximum number of pins on one net before global-route repair || 16
|-
| Startpoint of the worst-slack reg-to-reg timing path || sec[0]
|-
| Later-pin clock latency in the skew report || 0.23 ns
|-
| Leakage power of the design || 0.9045 nW
|-
| Die Footprint || approximately 13000 um^2
|-
| Final hold slack || 0.1332 ns
|-
| Die span in x || 116 um
|-
| Maximum ir drop on the vdd rail || 230.4 uV
|-
| Met1 track demand over resource || 8.986%
|-
| Most frequently used flop master after synthesis || sky130_fd_sc_hd__dlxtn_1
|-
| Max-slew violation total from the final report || 0
|-
| Worst endpoint required time || 2.41 ns
|-
| Crit Path Category || in -> reg
|-
| Power per cell area || roughly 200 nW/um^2
|-
| Number of flip-flops and latches in the synthesized netlist || 30
|-
| Clock buffer count from CTS || 3
|-
| Final worst slack || -0.1677 ns
|-
| Final-report hold violation count || 0
|-
| Initial cell density of the core || 16.19%
|-
| Violation count after the first detailed-routing iteration || around 70
|-
| Critical Path AT || 2.58 ns
|-
| Number of buffers added to fix hold violations after cts || 0
|-
| Maximum fanout count along the critical path || 2
|-
| Number of cell instances after yosys synthesis || 175
|-
| HP Class || reg -> async
|-
| Final setup skew || roughly 0.0017 ns
|-
| EDFF count, synth || 0
|-
| Worst path cell trace || clkdlybuf4s50_1 -> or4bb_1 -> a21oi_1 -> o2bb2ai_2 -> or3_1 -> nand4b_1 -> xor2_1 -> or4_1
|-
| Via count of the first global-routing pass || about 1400
|-
| Library cells used by synthesis || roughly 54
|-
| Top post-synthesis cells by area || sky130_fd_sc_hd__dlxtn_1 21%, sky130_fd_sc_hd__dfrtp_1 10%, sky130_fd_sc_hd__dfxtp_1 5.6%, sky130_fd_sc_hd__nor2_1 4.5%, sky130_fd_sc_hd__nand2_1 3.7%
|-
| Switching part of the total power || 21.54%
|-
| Core area || around 9000 um^2
|-
| Combinational gate area || 903.4 um^2
|}
## cell usage after synthesis (all sizes together), types with 2 or more instances
library cell	number
and3	4
or3	2
and2	6
clkbuf	5
o21ai	7
dfxtp	4
inv	8
dfrtp	6
nor2	17
dlxtn	20
ha	4
a22o	2
buf	4
or4bb	2
o22a	2
nand2b	2
nand4b	5
nand2	14
xnor2	3
xor2	2
nor3	9
nand3	8
or4b	2
nor2b	8
nor4	3
a21oi	5
## power groups by stage
stage     logic (mW)  registers, mW  clock network [mW]
6_report      0.0586          0.177               0.190
5_1_grt       0.0635          0.177               0.205
4_1_cts       0.0578          0.177               0.194
## worst paths after layout
check | endpoint | cells past startpoint | slack, ns
max | time_rst | 8 | -0.17
min | sec[4] | 1 | 0.13
max reg2reg | time_rst | 9 | -0.16
min reg2reg | sec[4] | 1 | 0.13
max in group asynchronous | sec[5] | 1 | 1.94
min in group clk0 | sec[0] | 2 | 0.55
## critical path: cells and delay by family
family / cells / cell delay, ns
buffers and inverters: 1 / 0.41
AOI/OAI and AO/OA: 2 / 0.30
xor gates and xnor gates: 1 / 0.07
and+or+nand+nor: 4 / 1.34
## cell usage in the layout (no fill, tap or decap), types with 2 or more instances in the layout
cell type	synthesis	layout
sky130_fd_sc_hd__dfrtp_1	6	5
sky130_fd_sc_hd__nand4b_1	5	5
sky130_fd_sc_hd__xor2_1	2	2
sky130_fd_sc_hd__buf_4	1	30
sky130_fd_sc_hd__and2_1	5	4
sky130_fd_sc_hd__or3_1	2	2
sky130_fd_sc_hd__o21ai_0	7	7
sky130_fd_sc_hd__dfxtp_1	4	4
sky130_fd_sc_hd__and2_4	1	2
sky130_fd_sc_hd__clkdlybuf4s50_1	0	30
sky130_fd_sc_hd__xnor2_1	3	3
sky130_fd_sc_hd__nand2b_1	2	2
sky130_fd_sc_hd__nor4_4	0	2
sky130_fd_sc_hd__nand2_1	14	14
sky130_fd_sc_hd__dlxtn_1	20	20
sky130_fd_sc_hd__and3_1	4	4
sky130_fd_sc_hd__or4bb_1	2	2
sky130_fd_sc_hd__a21oi_1	5	5
sky130_fd_sc_hd__nor2b_1	8	8
sky130_fd_sc_hd__a22o_1	2	2
sky130_fd_sc_hd__nand3_1	8	8
sky130_fd_sc_hd__ha_1	4	2
sky130_fd_sc_hd__nor3_1	8	7
sky130_fd_sc_hd__inv_1	8	7
sky130_fd_sc_hd__clkbuf_8	0	3
sky130_fd_sc_hd__nor2_1	17	17
## cell type report
| type | count | share of cell area (%) |
|---|---|---|
| Clock buffer | 4 | 2.067 |
| Inverter | 8 | 1.378 |
| Multi-Input combinational cell | 128 | 41.45 |
| Sequential cell | 30 | 24.40 |
| Tap cell | 108 | 6.200 |
| Timing Repair Buffer | 61 | 24.51 |
## stage by stage
step           power [mW]  setup slack, ns  cell area [um^2]
6_report           0.4257          -0.1677              2180
4_1_cts            0.4279          -0.2010              2140
3_3_place_gp       0.2366          -0.4597              2053
2_1_floorplan      0.1930          -0.1842              1445
5_1_grt            0.4453          -0.3041              2180
3_5_place_dp       0.2368          -0.5103              2053
## routing by layer
layer	vias to the layer above	wire length [um]	part of all wire [%]
met2	54	1696	41
met5	-	0	0
li1	731	-	-
met3	0	359	8.7
met1	647	2080	50
met4	0	0	0
## cells by family (layout without fill, tap and decap cells)
family | count (synthesis) | after routing | share of synthesized area [%]
latches | 20 | 20 | 20.96
mux | 1 | 1 | 0.6987
other cells | 1 | 1 | 0.2618
compound gates | 30 | 30 | 14.67
simple gates | 87 | 87 | 35.37
xor+xnor | 5 | 5 | 3.057
buf+inv | 17 | 73 | 5.415
fa+ha+maj | 4 | 4 | 3.494
flops | 10 | 10 | 16.07
## registers in the layout, indices dropped and copies added, names as in the netlist, 2 cells and up
signal           count
sec                  6
post_tran_state      3
pres_state           3
prev_state           3
roada_out            3
roadb_out            3
roadc_out            3
roadd_out            3
walk_way_out         2
## what timing repair did
action / in CTS / in global routing
setup buffers: 1 / 1
resized: 7 / 6
endpoints found under the hold margin: 0 / 0
endpoints found under the setup margin: 1 / 1
pin swaps: 7 / 6
Power and IR drop assume default switching activity.
